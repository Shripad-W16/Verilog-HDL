`./run.sh`:
```
#!/bin/bash
# OpenROAD 26Q1-2900-gdf79404cd8, Yosys 0.63+post, stock flow scripts
make -C /OpenROAD-flow-scripts/flow DESIGN_CONFIG=/design/flow/config.mk WORK_HOME=/design/flow/orfs finish
```
`./constraint.sdc`:
```
current_design alu

set clk_period 3.9
set clk_io_pct 0.2

create_clock -name clk0 -period $clk_period

set non_clock_inputs [all_inputs -no_clocks]
set_input_delay [expr $clk_period * $clk_io_pct] -clock clk0 $non_clock_inputs
set_output_delay [expr $clk_period * $clk_io_pct] -clock clk0 [all_outputs]
```
`./config.mk`:
```
export PLATFORM = sky130hd
export DESIGN_NAME = alu
export DESIGN_NICKNAME = alu
export VERILOG_FILES = /design/flow/design.v
export SDC_FILE = /design/flow/constraint.sdc
export NUM_CORES = 4
export LEC_CHECK = 1
export CORE_AREA = 10 10 70 70
export DIE_AREA = 0 0 80 80
```
`./design.v`:
```
module alu(a,b,sel,result);
    input [3:0] a;
    input [3:0] b;
    input [2:0] sel;
    output reg [3:0] result;
    always @(*) begin
        case (sel)
            3'b000: result = a + b;
            3'b001: result = a - b;
            3'b010: result = a & b;
            3'b011: result = a | b;
            3'b100: result = a ^ b;
            default: result = 4'b0000;
        endcase
    end
endmodule
```
==> flow_metrics.tcl <==
# yosys + openroad results
set metrics [dict create \
    status "completed" \
    maxClockFrequency_mhz 267 \
    dr_total_vias 453 \
    worst_setup_path_startpoint "sel[1]" \
    worstHoldStart "sel[1]" \
    vias_in_the_first_global_route 456 \
    ys_sh_xor 0.103 \
    yosys_cells 60 \
    number_of_standard_cells_after_synthesis 60 \
    postSynthAreaPerCell_um2 7.09 \
    layout.sequential_cells 0 \
    synth_simple_gate_area_share 0.129 \
    log.warning_count 37 \
    synthDistinctLibCells 21 \
    floorplan_row_count 21 \
    n_antenna_cell 0 \
    place.gp.congestion 0.821 \
    synthesis.area_um2 425 \
    cp.arrival_ns 2.96 \
    layout_top_cells "sky130_fd_sc_hd__ha_1 (12), sky130_fd_sc_hd__clkdlybuf4s50_1 (12), sky130_fd_sc_hd__inv_1 (8)" \
    tightestPinTransition_ns 0.197 \
    cp-start-kind "primary input" \
    signed_area_change_from_the_synthesized_netlist_to_the_final_layout_pct 65.9 \
    synthMuxAreaShare 0 \
    yosys.stat.chipArea_um2 425 \
    hold_fails_final_rpt 0 \
    netlist.top_cell.by_area "sky130_fd_sc_hd__ha_1" \
    highest_net_fanout_along_the_worst_path 2 \
    power_density_nw_per_um2 118 \
    grt.total_usage 0.0360 \
    die_x_um 80 \
    leakagePower_uw 0.000349 \
    synthDominantCellAreaShare 0.353 \
    final_core_utilization 0.207 \
    synth_warnings 1 \
    seq_area_frac_synth 0 \
    setup.worst_path.end_class "output pin" \
    fin_cells 127 \
    report.power.total_uw 83.1 \
    hold_slack_ns 2.42 \
    cts_hold_buf 0 \
    overflow 0 \
    power.clock.fraction 0 \
    pin_count_of_the_biggest_net_entering_global_routing 9 \
    post_route_cells_drive_above_1_share 0.198 \
    holdPathEnd "result[2]" \
    post_synth_ao_oa_area_fraction 0.256 \
    maxSlewViolCount 0 \
    holdCritPathClass "primary input to output pin" \
    yosys-top-cells-area "sky130_fd_sc_hd__ha_1 (35%), sky130_fd_sc_hd__inv_1 (7.1%), sky130_fd_sc_hd__xnor2_1 (6.2%), sky130_fd_sc_hd__nand2_1 (5.3%), sky130_fd_sc_hd__fa_1 (4.7%)" \
    final.min_clock_period_ns 3.74 \
    adder_and_majority_gate_portion_of_the_synthesized_area 0.400 \
    power_frac_comb 1.000 \
    io_pins 15 \
    wire_length_of_the_first_global_routing_pass_mm 1.95 \
    clock_buffer_count 0 \
    timing.max_cap.violations 0 \
    hold-path-cell-count 4 \
    detailedRoute.firstIterationViolations 11 \
    grt_antenna_before_repair 0 \
    timing_worst_setup_path_type "primary input to output pin" \
    grt_setup_unrepaired "no" \
    place.detailed.instances 127 \
    route.final.wire_length_mm 1.16 \
    synthTopLogicFamily "adder cells" \
    vias_per_cell 3.57 \
    die_h_um 80 \
    dp.final_hpwl_mm 1.00 \
    power.sequential.fraction 0 \
    internal_power_component_uw 47.1 \
    critPathRequiredTime_ns 3.12 \
    finalCritPeriodShare 0.960 \
    max_slew_margin 0.867 \
    max_rail_drop_vdd_mv 0.0440 \
    number_of_design_rule_violations_left_after_detail_routing 0 \
    detail_route.wl_per_cell_um 9.09 \
    dieArea_um2 6400 \
    power.share.switching 0.433 \
    drt_pass1_iterations 4 \
    finalSetupViolations 0 \
    drt.antenna.violating_nets 0 \
    p_sw_uw 36.0 \
    floorplan.core_area_um2 3420 \
    io_buffers 15 \
    seq_area_um2 0 \
    floorplanUtilization 0.125 \
]
-- through the flow --
| stage | setup TNS, ns | setup slack [ns] | instance area [µm²] |
|---|---|---|---|
| finish | 0 | 0.157 | 706 |
| global route | 0 | 0.0208 | 706 |
| CTS | 0 | 0.0157 | 687 |
| detailed placement | -0.112 | -0.0948 | 681 |
| global placement | -0.131 | -0.0879 | 681 |
| floorplan | 0 | 1.02 | 425 |
-- how the worst max path moves through the flow --
stage,endpoint,slack (ns),depth (start not counted)
4_1_cts,result[3],0.02,12
6_report,result[3],0.16,11
5_1_grt,result[3],0.02,11
-- cell usage after synthesis (2+ instances only) --
cell type                  n
sky130_fd_sc_hd__a21o_1    2
sky130_fd_sc_hd__a21oi_1   3
sky130_fd_sc_hd__a31oi_1   2
sky130_fd_sc_hd__ha_1     12
sky130_fd_sc_hd__inv_1     8
sky130_fd_sc_hd__inv_2     2
sky130_fd_sc_hd__nand2_1   6
sky130_fd_sc_hd__nor2_1    4
sky130_fd_sc_hd__o21ai_0   3
sky130_fd_sc_hd__o21ai_1   3
sky130_fd_sc_hd__o22ai_1   2
sky130_fd_sc_hd__xnor2_1   3
sky130_fd_sc_hd__xor2_1    2
-- critical path, stage by stage --
cell and delay [ns]:
sky130_fd_sc_hd__clkdlybuf4s50_1 0.43, sky130_fd_sc_hd__nor2_2 0.16, sky130_fd_sc_hd__nand2_2 0.09, sky130_fd_sc_hd__o21ai_4 0.14
sky130_fd_sc_hd__inv_1 0.06, sky130_fd_sc_hd__ha_1 0.27, sky130_fd_sc_hd__a21o_1 0.17, sky130_fd_sc_hd__a21oi_2 0.14
sky130_fd_sc_hd__xnor2_1 0.13, sky130_fd_sc_hd__a21o_1 0.13, sky130_fd_sc_hd__clkdlybuf4s50_1 0.46
-- kinds of logic (layout without fill, tap and decap cells) --
family / Yosys count / count (layout)
simple gates: 13 / 13
buf+inv: 12 / 33
xor+xnor: 5 / 5
compound gates: 17 / 17
fa+ha+maj: 13 / 13
-- power by group through the flow --
stage         Clock, µW  Sequential, µW  Combinational, µW
finish                0               0               83.1
CTS                   0               0               82.6
global route          0               0               93.9
-- layout make-up --
type                       instances  area (µm²)
fill                             397        2710
multi-input combinational         48         399
inverter                          11        42.5
timing repair buffer              22         206
tap                               46        57.6
-- layer usage --
layer,vias up,GRT usage,share of wire
li1,245,-,-
met1,198,0.0469,0.46
met2,10,0.0594,0.45
met3,0,0.0125,0.090
met4,0,0,0
met5,-,0,0
-- what timing repair did --
action                                  4_1_cts  5_1_grt
endpoints found under the setup margin        2        2
pin swaps                                     0        1
setup buffers                                 0        0
gates resized                                 3        5
Power and IR drop assume default switching activity.
