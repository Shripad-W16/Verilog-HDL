==> flow/design.v <==
module uart_tx 
(
    input clk,
    input start,
    input [7:0] data,
    output reg tx,
    output reg busy
);
reg [3:0] bit_count;
reg [9:0] shift_reg;
always @(posedge clk) begin
    if (start && !busy) begin
        shift_reg <= {1'b1, data, 1'b0};  
        bit_count <= 0;
        busy <= 1;
    end else if (busy) begin
        tx <= shift_reg[0];
        shift_reg <= shift_reg >> 1;
        bit_count <= bit_count + 1;
        if (bit_count == 9)
            busy <= 0;
    end
end
endmodule
==> flow/run.sh <==
#!/bin/bash
# OpenROAD 26Q1-2900-gdf79404cd8, Yosys 0.63+post, stock flow scripts
make -C /OpenROAD-flow-scripts/flow DESIGN_CONFIG=/design/flow/config.mk WORK_HOME=/design/flow/orfs finish
==> flow/config.mk <==
export PLATFORM = sky130hd
export DESIGN_NAME = uart_tx
export DESIGN_NICKNAME = uart_tx
export VERILOG_FILES = /design/flow/design.v
export SDC_FILE = /design/flow/constraint.sdc
export NUM_CORES = 4
export LEC_CHECK = 1
export CORE_AREA = 10 10 70 70
export DIE_AREA = 0 0 80 80
==> flow/constraint.sdc <==
current_design uart_tx

set clk_period 2.5
set clk_io_pct 0.2

create_clock -name clk0 -period $clk_period [get_ports {clk}]

set non_clock_inputs [all_inputs -no_clocks]
set_input_delay [expr $clk_period * $clk_io_pct] -clock clk0 $non_clock_inputs
set_output_delay [expr $clk_period * $clk_io_pct] -clock clk0 [all_outputs]
==> GITHUB_STEP_SUMMARY <==
### Flow metrics

| Metric | Value |
|---|---|
| Initial drt markers | `21` |
| Number of antenna violations at the first check in global routing | `0` |
| Resize count post-CTS | `0` |
| Setup tns final | `0 ns` |
| Worst-margin pin slew | `between 0.5 and 0.6 ns` |
| Worst Path Buf+Inv | `1` |
| Finished Layout Cells | `approximately 110` |
| Yosys cell count | `approximately 51` |
| Via count | `424` |
| Final Max Slew Viols | `0` |
| Detailed-route wire length per cell | `between 10 and 15 um` |
| CTS Hold Buffers Added | `0` |
| Total core area | `approximately 0.0034 sq mm` |
| CTS tree | `yes` |
| Vias per inst | `slightly below 4` |
| Die height | `approximately 80 um` |
| Distinct lib cells | `21` |
| Dpl hpwl | `about 850 um` |
| Critical path's slowest cell | `clkdlybuf4s50_1` |
| Largest net degree at the start of global routing | `23` |
| Critical path's top delay family | `buffers and inverters` |
| Run status | `finished, final reports clean` |
| Fraction of layout cells with a size suffix above 1 | `slightly below 8%` |
| Core Density at Floorplan | `around a fifth` |
| Most frequent cells in the layout | `clkdlybuf4s50_1, edfxtp_1, a22o_1, dfxtp_1` |
| Post-CTS setup buffer count | `0` |
| Worst slew margin | `a little over three fifths` |
| Drt pass-1 iters | `4` |
| Yosys Chip Area | `around 650 sq um` |
| GRT Overall Usage | `around 4%` |
| Fin. Hold Viols | `0` |
| Hold Crit Endpoint | `tx$_DFFE_PP_` |
| Max reg flops | `10` |
| Sequential area share after synthesis | `between 60% and 70%` |
| Min-Delay Startpoint | `shift_reg[0]$_SDFFE_PP0P_` |
| Maximum vdd drop | `approximately 0.52 mV` |
| Hold path depth | `0` |
| GPL Wtd Cong | `0.7617` |
| Count of tool warnings | `26` |
| Worst reg2reg path depth | `3` |
| Most frequent logic cell in the layout | `clkdlybuf4s50_1` |
| Htree depth | `1` |
| CP Capture Type | `flip-flop` |
| Clk latency late pin | `0.28 ns` |
| CTS Root Cell | `clkbuf_4` |
| Num rows | `21` |
| Post-synthesis cell count | `between 50 and 60` |
| ANT cells | `0` |
| First-pass GRT wire length | `about 2000 um` |
| CTS max path bufs | `2` |
| CP Cell Sequence | `clkdlybuf4s50_1, nor2b_1, a22o_1` |
| Vias in the first global route | `428` |
| Startpoint types | `input pin` |
| DP Cell Count | `about 110` |
| Die width | `80 um` |
| R2r startpoint | `busy$_SDFF_PP1_` |
| Area Overhead vs Synth | `27.59%` |
| Pleak | `between 0.3 and 0.4 nW` |
| Synthesized area | `about 650 sq um` |
| RSZ-0062 raised after global routing | `false` |
| Pwr dens | `approximately 1100 mW/mm^2` |
| # DRC | `0` |
| Flops & latches, synth | `16` |
| Hold WC Path Type | `reg2reg` |
| Final Setup Violations | `0` |
| Clk_skew | `around 0.0056 ns` |
| R2r endpoint | `shift_reg[2]$_DFFE_PP_` |
| Reg clk slew, reported paths | `about 0.09 ns` |
| Fin crit share | `between 60% and 70%` |
| I/O Buffers | `11` |
| WP data required | `approximately 2.7 ns` |
| Antenna viol nets, final | `0` |
| I/O Pins | `12` |
| Delay of the slowest critical-path stage | `0.58 ns` |
| CTS sink count | `16` |
| Crit path kind | `in2reg` |
| Max-cap violations | `0` |
| Post-Route WL | `about 1100 um` |
| Synth warn | `1` |
| Minimum clock period | `approximately 1.7 ns` |
| GR Overflow Total | `0` |
| Post-layout util | `24.40%` |
| CP Max Fanout | `8` |
| Num CTS Buffers | `3` |
| F_max | `around 600 MHz` |
| R2R Setup Slk | `approximately 1.2 ns` |
| Syn avg cell area | `12.81 sq um` |
| Die area | `around 0.0064 sq mm` |
| Total chip power | `between 0.9 and 1 mW` |
| Arrival time worst endpoint | `between 1.5 and 2 ns` |
## power by group
part           total [mW]  switching (mW)  internal, mW
logic               0.310           0.134         0.176
registers           0.471          0.0553         0.416
clock network       0.132          0.0744        0.0579
## metal layers
layer	part of all wire [%]	up-vias	global-route usage [%]
met2	36	13	4.815
met5	0	-	0
met1	57	202	6.175
li1	-	209	-
met4	0	0	0.1761
met3	6.7	0	2.045
## worst register-to-register path, delay by kind of cell, from the launching register on
kind | cells | cell delay (ns)
DFF | 1 | 0.32
buffers and inverters | 1 | 0.20
AOI/OAI and AO/OA | 1 | 0.22
and+or+nand+nor | 1 | 0.47
## layout make-up
type                            count  area, sq um
Fill cell                         380         2582
Sequential cell                    16        410.4
Multi-Input combinational cell     28        210.2
Timing Repair Buffer               12        117.6
Tap cell                           46        57.56
Clock buffer                        3        22.52
Inverter                            3        11.26
Clock inverter                      1        3.754
## synthesized netlist by cell type (all sizes together)
master  number  area [sq um]
edfxtp       9         270.3
a22o         8         70.07
nand2        2         7.510
inv          3         11.26
nand2b       2         12.51
a21o         1         7.510
nand3        1         5.000
buf          3         17.52
nor2         3         11.26
o21ai        1         5.000
clkbuf       1         3.750
nor2b        1         6.260
xnor2        1         8.760
xor2         1         8.760
o31ai        2         15.01
nor3b        1         7.510
ha           2         25.02
a41oi        1         8.760
dfxtp        7         140.1
mux2         1         11.26
## how the worst max path moves through the flow
| stage | from | slack (ns) | end | depth (start not counted) |
|---|---|---|---|---|
| CTS | start | 0.81 | shift_reg[2]$_DFFE_PP_ | 3 |
| global route | start | 0.72 | shift_reg[2]$_DFFE_PP_ | 3 |
| finish | start | 0.84 | shift_reg[2]$_DFFE_PP_ | 3 |
## stage by stage
step	hold WS, ns	instance area, sq um	worst slack (ns)
global route	0.4729	833.3	0.7166
detailed placement	0.4214	807.0	0.5133
global placement	0.4213	807.0	0.6029
CTS	0.4442	833.3	0.8136
floorplan	0.4093	653.1	1.313
finish	0.4459	833.3	0.8391
## logic make-up (layout without fill, tap and decap cells)
group,Yosys count,after routing,synth area share (%)
flops,16,16,62.83
simple gates,10,10,7.663
fa+ha+maj,2,2,3.831
compound gates,13,13,16.28
buf+inv,7,19,4.981
xor+xnor,2,2,2.682
mux,1,1,1.724
Power figures rest on the tool's default switching activity, not on a simulated workload.
