## flow/config.mk

```make
export PLATFORM = sky130hd
export DESIGN_NAME = pwm_generator
export DESIGN_NICKNAME = pwm_generator
export VERILOG_FILES = /design/flow/design.v
export SDC_FILE = /design/flow/constraint.sdc
export NUM_CORES = 4
export LEC_CHECK = 1
export CORE_AREA = 10 10 70 70
export DIE_AREA = 0 0 80 80
```

## flow/constraint.sdc

```tcl
current_design pwm_generator

set clk_period 1.9
set clk_io_pct 0.2

create_clock -name clk0 -period $clk_period [get_ports {clk}]

set non_clock_inputs [all_inputs -no_clocks]
set_input_delay [expr $clk_period * $clk_io_pct] -clock clk0 $non_clock_inputs
set_output_delay [expr $clk_period * $clk_io_pct] -clock clk0 [all_outputs]
```

## flow/design.v

```verilog
module pwm_generator 
(
    input clk,
    input reset,
    input [7:0] duty_cycle,
    output reg pwm_out
);
reg [7:0] counter;
always @(posedge clk or posedge reset) begin
    if (reset)
        counter <= 0;
    else
        counter <= counter + 1;
end
always @(*) begin
    pwm_out = (counter < duty_cycle) ? 1'b1 : 1'b0;
end
endmodule
```

## flow/run.sh

```bash
#!/bin/bash
# OpenROAD 26Q1-2900-gdf79404cd8, Yosys 0.63+post, stock flow scripts
make -C /OpenROAD-flow-scripts/flow DESIGN_CONFIG=/design/flow/config.mk WORK_HOME=/design/flow/orfs finish
```

==> run notes <==
On the backend side, the flow ran end to end.

The aggregate negative setup slack stands at 0 ps. Per the OpenROAD floorplan log, the width of the die is 80 um. The final total power stands at roughly 0.00034 W. On the worst setup and hold paths after CTS, the clock-pin slew comes to approximately 50 ps. The initial standard-cell utilization of the core stands at between 10% and 20%. The cts-stage hold buffer count stands at 0. The number of buffers on the longest clock path stands at 2. The worst setup path is captured at an output port. The worst-case IR drop observed on VDD is 0.0961 mV. The worst clock skew stands at between 4 and 5 ps. At the placement stage, the worst setup path has a slack of -549 ps. The placed wire-length estimate stands at 794 um. The flow ran to the end, and the final reports show no timing, DRC or antenna violations. In this run the clock root is driven by a sky130_fd_sc_hd__clkbuf_4. The layout-stage area growth over the synthesis result stands at 61.8%. Counting flops with an async set or reset pin after synthesis yields a share of roughly 100%. The synthesized design spends more area on one cell type than any other, namely sky130_fd_sc_hd__dfrtp_1. The cell total in the yosys stat output stands at roughly 52. The leakage power summed over all cells stands at roughly 0.38 nW. The number of maximum-capacitance violations stands at 0. In the final report, the number of hold violations comes to 0. The synthesis run shows the most used standard cells to be sky130_fd_sc_hd__inv_1, sky130_fd_sc_hd__dfrtp_1, sky130_fd_sc_hd__ha_1.

The first global-routing pass estimated 1810 um of wire. Fill cells in the final layout number ~370. By startpoint and endpoint, the worst setup path is classified as reg -> out.

In the Yosys report, the sequential cells make up roughly 40% of the chip area. counter holds more flip-flops than any other register. OpenROAD emitted warnings numbering 25.

The flip-flop count of the largest register after layout stands at 8. Summing over every cut layer, the via total after detailed routing is 392. The initial antenna violation count stands at 0.

The total area inside the core boundary comes to roughly 3400 sq um. For this design the top-level I/O count stands at 11. The average size of a mapped cell stands at around 9.6 sq um. After detailed routing, the average wire length per cell comes to ~8.4 um. The flow reported a cell area power density of 422 nW/um^2.

The final setup slack of the worst path stands at 146 ps. The clock sink total stands at 8. The most critical setup path has its startpoint at counter[7]. The maximum single-stage delay on the critical path stands at 400 ps. The timing report attributes the biggest portion of critical-path delay to flip-flops. The synthesis report lists the Yosys warning total as 1. In the final layout, the registers with the most flip-flops are counter x8. Buffers placed on the I/O ports in this run total 10. The total overflow left after global routing is 0. The synthesized design devotes to its leading area cell type slightly above 40% of total area. For the finished layout, the period the worst path requires is around 1800 ps. The wire length recorded after detailed routing is between 1000 and 1500 um. The post-synthesis register bit count stands at 8. Per STA, the worst path is made up of ha_4 -> nand3_2 -> o211ai_1 -> a21oi_1 -> buf_2.

For this run, the leading register cell type out of synthesis is sky130_fd_sc_hd__dfrtp_1. By area the synthesized netlist is led by sky130_fd_sc_hd__dfrtp_1, sky130_fd_sc_hd__ha_1, sky130_fd_sc_hd__xor2_1, sky130_fd_sc_hd__inv_1, sky130_fd_sc_hd__a21oi_1. Max fanout on the critical path was recorded as 3. The final cell count without fillers stands at 119.

For this block, the initial DRC count from the detailed router was 7. In this run the worst hold path is classified as in -> async. Setup repair after global routing left no endpoint under its margin. The signal arrival time at the worst endpoint stands at ~1400 ps. The highest attainable clock frequency stands at 570 MHz. The total die size stands at ~6400 sq um. Looking at the max-slew report, the worst-margin pin has a slew of 311 ps.

STA classifies the critical path startpoint as a flop. Yosys instantiated no cell more often than sky130_fd_sc_hd__inv_1. The final report lists the setup-violating endpoint count as 0. The count of inserted antenna diode cells stands at 0. The final count of pins violating max slew stands at 0. The gate count after technology mapping stands at between 50 and 60.

The share of final-layout standard cells stronger than drive strength 1 stands at about two fifths. Hold is met by 376 ps. On the critical path, the stage with the largest delay is an instance of sky130_fd_sc_hd__dfrtp_1. The report lists the number of standard-cell rows as 21. Entering global routing, the biggest net connects 9 pins. TritonCTS built the clock tree.

For this run, the total global-route usage over all layers was measured as around 3.4%. The final worst-path cycle share stands at ~92%. Together, buffers and inverters on the worst path number 1. Buffers inserted during clock tree synthesis total 3. The synthesized netlist contains 15 unique library cells. RePlAce ended its routability-driven mode at a weighted congestion of 0.680. The post-synth tally of flip-flops with integrated enable stands at 0. The relative max-transition margin stands at between 70% and 80%. Per the timing report, the most critical flop-to-flop path originates at counter[1]. For the worst setup path, the data required time is ~1500 ps. For the worst-skew pair, the clock arrives at the later sink with an insertion delay of approximately 250 ps. Dividing the detail-routed via count by the number of cells gives ~3.3. The chip area from the yosys synthesis statistics stands at between 400 and 500 sq um. The number of detailed-routing iterations run before antenna repair stands at 2. The count of nets left with antenna violations after detail routing stands at 0. Per the CTS log, the maximum H-tree level is 1. The count of placed standard cells including taps stands at 115. The routed layout reports a DRC error count of 0. The number of global-route vias before repair came to around 430.

The post-synthesis cell area stands at 498 sq um. The height of the die stands at 80 um.
cells by family (layout without fill, tap and decap cells):
kind of cell | count (synthesis) | in the layout | share of synthesized area, %
compound gates | 6 | 6 | 6.53
flops | 8 | 8 | 40.2
fa+ha+maj | 8 | 8 | 20.1
buf+inv | 9 | 30 | 6.78
xor+xnor | 6 | 6 | 10.6
simple gates | 15 | 15 | 15.8
stage by stage:
step | utilization, % | instance area, sq um
detailed placement | 20.7 | 708
global route | 23.6 | 806
global placement | 20.7 | 708
floorplan | - | 498
finish | 23.6 | 806
CTS | 23.4 | 798
repair_timing:
action | 4_1_cts | 5_1_grt
buffers inserted | 0 | 1
pin swaps | 12 | 0
resized | 26 | 0
endpoints found under the setup margin | 1 | 1
worst paths after layout:
check	to	slack, ps	cells after the start
setup / recovery	pwm_out	150	5
hold / removal	counter[3]	380	2
setup reg to reg	counter[6]	750	5
hold reg to reg	counter[0]	520	1
max in group asynchronous	counter[4]	1290	2
min in group clk0	counter[0]	520	1
area by class of cell:
class                   count  area [sq um]  area share [%]
inverters                   9          33.8            4.19
clock buffers               3          22.5            2.80
flip-flops and latches      8           200            24.8
multi-input cells          35           345            42.9
repair buffers             18           146            18.2
well taps                  46          57.6            7.14
routing by layer:
| metal | vias to the layer above | global-route usage (%) | part of all wire, % |
|---|---|---|---|
| met5 | - | 0 | 0 |
| li1 | 210 | - | - |
| met3 | 2 | 1.93 | 9.3 |
| met1 | 173 | 4.20 | 49 |
| met2 | 7 | 4.98 | 41 |
| met4 | 0 | 0.880 | 0.50 |
power breakdown:
| group | switching (W) | leakage [nW] | internal (W) | total (W) |
|---|---|---|---|---|
| logic | 0.0000193 | 0.262 | 0.0000248 | 0.0000441 |
| clock network | 0.0000534 | 0.0138 | 0.0000720 | 0.000125 |
| registers | 0 | 0.102 | 0.000171 | 0.000171 |
cells in the final DEF (no fill, tap or decap), drive strengths merged:
cell type / count
nor2b: 1
o21ai: 1
xor2: 4
buf: 9
a21oi: 4
o211ai: 1
nand2: 5
xnor2: 2
dlygate4sd2: 7
nand3: 5
clkbuf: 3
nor2: 3
nor3: 1
clkdlybuf4s50: 2
dfrtp: 8
inv: 9
ha: 8
Power figures rest on the tool's default switching activity, not on a simulated workload.
